$ cat run.sh
#!/bin/bash
# OpenROAD 26Q1-2900-gdf79404cd8, Yosys 0.63+post, stock flow scripts
make -C /OpenROAD-flow-scripts/flow DESIGN_CONFIG=/design/flow/config.mk WORK_HOME=/design/flow/orfs finish
$ cat config.mk
export PLATFORM = sky130hd
export DESIGN_NAME = mkMAC
export DESIGN_NICKNAME = mkMAC
export VERILOG_FILES = /design/flow/design.v
export SDC_FILE = /design/flow/constraint.sdc
export NUM_CORES = 4
export LEC_CHECK = 1
export CORE_UTILIZATION = 50
$ cat constraint.sdc
current_design mkMAC

set clk_period 21.6
set clk_io_pct 0.2

create_clock -name clk0 -period $clk_period [get_ports {CLK}]

set non_clock_inputs [all_inputs -no_clocks]
set_input_delay [expr $clk_period * $clk_io_pct] -clock clk0 $non_clock_inputs
set_output_delay [expr $clk_period * $clk_io_pct] -clock clk0 [all_outputs]
$ cat design.v
module mkMAC(CLK,
	     RST_N,
	     get_values_multiplicand1,
	     get_values_multiplicand2,
	     get_values_addend,
	     get_values_mode,
	     EN_get_values,
	     RDY_get_values,
	     mac_result,
	     RDY_mac_result);
  input  CLK;
  input  RST_N;
  input  [31 : 0] get_values_multiplicand1;
  input  [31 : 0] get_values_multiplicand2;
  input  [31 : 0] get_values_addend;
  input  [1 : 0] get_values_mode;
  input  EN_get_values;
  output RDY_get_values;
  output [63 : 0] mac_result;
  output RDY_mac_result;
  wire [63 : 0] mac_result;
  wire RDY_get_values, RDY_mac_result;
  reg [31 : 0] a;
  wire [31 : 0] a$D_IN;
  wire a$EN;
  reg [3 : 0] counter;
  wire [3 : 0] counter$D_IN;
  wire counter$EN;
  reg flag_0;
  wire flag_0$D_IN, flag_0$EN;
  reg flag_1;
  wire flag_1$D_IN, flag_1$EN;
  reg flag_2;
  wire flag_2$D_IN, flag_2$EN;
  reg inp_ready;
  wire inp_ready$D_IN, inp_ready$EN;
  reg [31 : 0] m1;
  wire [31 : 0] m1$D_IN;
  wire m1$EN;
  reg [31 : 0] m2;
  wire [31 : 0] m2$D_IN;
  wire m2$EN;
  reg [63 : 0] mac_output;
  reg [63 : 0] mac_output$D_IN;
  wire mac_output$EN;
  reg mac_ready;
  wire mac_ready$D_IN, mac_ready$EN;
  reg [31 : 0] partial_product_0;
  wire [31 : 0] partial_product_0$D_IN;
  wire partial_product_0$EN;
  reg [31 : 0] partial_product_1;
  wire [31 : 0] partial_product_1$D_IN;
  wire partial_product_1$EN;
  reg [31 : 0] partial_product_2;
  wire [31 : 0] partial_product_2$D_IN;
  wire partial_product_2$EN;
  reg [31 : 0] partial_product_3;
  wire [31 : 0] partial_product_3$D_IN;
  wire partial_product_3$EN;
  reg [1 : 0] reg_mode;
  wire [1 : 0] reg_mode$D_IN;
  wire reg_mode$EN;
  reg [15 : 0] x_0;
  wire [15 : 0] x_0$D_IN;
  wire x_0$EN;
  reg [15 : 0] x_1;
  reg [15 : 0] x_1$D_IN;
  wire x_1$EN;
  reg [15 : 0] x_2;
  reg [15 : 0] x_2$D_IN;
  wire x_2$EN;
  reg [15 : 0] x_3;
  wire [15 : 0] x_3$D_IN;
  wire x_3$EN;
  reg [15 : 0] y_0;
  wire [15 : 0] y_0$D_IN;
  wire y_0$EN;
  reg [15 : 0] y_1;
  wire [15 : 0] y_1$D_IN;
  wire y_1$EN;
  reg [15 : 0] y_2;
  wire [15 : 0] y_2$D_IN;
  wire y_2$EN;
  reg [15 : 0] y_3;
  wire [15 : 0] y_3$D_IN;
  wire y_3$EN;
  wire CAN_FIRE_RL_compute_MAC,
       CAN_FIRE_get_values,
       WILL_FIRE_RL_compute_MAC,
       WILL_FIRE_get_values;
  wire [63 : 0] _0_CONCAT_x_0_8_9_MUL_0_CONCAT_y_0_0_1___d42,
		_0_CONCAT_x_1_4_5_MUL_0_CONCAT_y_1_6_7___d48,
		_0_CONCAT_x_2_0_1_MUL_0_CONCAT_y_2_2_3___d54,
		_0_CONCAT_x_3_6_7_MUL_0_CONCAT_y_3_8_9___d60,
		x082_PLUS_y083__q1,
		x__h4524,
		x__h4803,
		x__h4926,
		x__h5066,
		x__h5068,
		x__h5070,
		x__h5082,
		y__h4961,
		y__h5069,
		y__h5071,
		y__h5083;
  wire [31 : 0] x__h4148,
		x__h4235,
		x__h4300,
		x__h4365,
		y__h4149,
		y__h4236,
		y__h4301,
		y__h4366,
		y__h4838,
		y__h4875;
  wire [15 : 0] x__h1742,
		x__h1812,
		x__h1876,
		x__h1940,
		x__h2128,
		x__h2193,
		x__h2257,
		x__h2321,
		y__h4559,
		y__h4620,
		y__h4674,
		y__h4728;
  wire NOT_get_values_multiplicand1_EQ_m1_06_07_OR_NO_ETC___d113;
  assign RDY_get_values = 1'd1 ;
  assign CAN_FIRE_get_values = 1'd1 ;
  assign WILL_FIRE_get_values = EN_get_values ;
  assign mac_result = mac_output ;
  assign RDY_mac_result = mac_ready ;
  assign CAN_FIRE_RL_compute_MAC = 1'd1 ;
  assign WILL_FIRE_RL_compute_MAC = 1'd1 ;
  assign a$D_IN = get_values_addend ;
  assign a$EN =
	     EN_get_values &&
	     (NOT_get_values_multiplicand1_EQ_m1_06_07_OR_NO_ETC___d113 ||
	      get_values_mode != reg_mode) ;
  assign counter$D_IN = 4'h0 ;
  assign counter$EN = 1'b0 ;
  assign flag_0$D_IN = inp_ready ;
  assign flag_0$EN = 1'd1 ;
  assign flag_1$D_IN = flag_0 ;
  assign flag_1$EN = 1'd1 ;
  assign flag_2$D_IN = flag_1 ;
  assign flag_2$EN = 1'd1 ;
  assign inp_ready$D_IN =
	     NOT_get_values_multiplicand1_EQ_m1_06_07_OR_NO_ETC___d113 ||
	     get_values_mode != reg_mode ;
  assign inp_ready$EN = EN_get_values ;
  assign m1$D_IN = get_values_multiplicand1 ;
  assign m1$EN =
	     EN_get_values &&
	     (NOT_get_values_multiplicand1_EQ_m1_06_07_OR_NO_ETC___d113 ||
	      get_values_mode != reg_mode) ;
  assign m2$D_IN = get_values_multiplicand2 ;
  assign m2$EN =
	     EN_get_values &&
	     (NOT_get_values_multiplicand1_EQ_m1_06_07_OR_NO_ETC___d113 ||
	      get_values_mode != reg_mode) ;
  always@(reg_mode or x__h4926 or x__h4524 or x__h4803)
  begin
    case (reg_mode)
      2'd0: mac_output$D_IN = x__h4524;
      2'd1: mac_output$D_IN = x__h4803;
      default: mac_output$D_IN = x__h4926;
    endcase
  end
  assign mac_output$EN = flag_1 ;
  assign mac_ready$D_IN = 1'd1 ;
  assign mac_ready$EN = flag_1 ;
  assign partial_product_0$D_IN =
	     _0_CONCAT_x_0_8_9_MUL_0_CONCAT_y_0_0_1___d42[31:0] ;
  assign partial_product_0$EN = flag_0 ;
  assign partial_product_1$D_IN =
	     _0_CONCAT_x_1_4_5_MUL_0_CONCAT_y_1_6_7___d48[31:0] ;
  assign partial_product_1$EN = flag_0 ;
  assign partial_product_2$D_IN =
	     _0_CONCAT_x_2_0_1_MUL_0_CONCAT_y_2_2_3___d54[31:0] ;
  assign partial_product_2$EN = flag_0 ;
  assign partial_product_3$D_IN =
	     _0_CONCAT_x_3_6_7_MUL_0_CONCAT_y_3_8_9___d60[31:0] ;
  assign partial_product_3$EN = flag_0 ;
  assign reg_mode$D_IN = get_values_mode ;
  assign reg_mode$EN =
	     EN_get_values &&
	     (NOT_get_values_multiplicand1_EQ_m1_06_07_OR_NO_ETC___d113 ||
	      get_values_mode != reg_mode) ;
  assign x_0$D_IN = (reg_mode == 2'd0) ? x__h1742 : m1[15:0] ;
  assign x_0$EN = inp_ready ;
  always@(reg_mode or m1 or x__h1812)
  begin
    case (reg_mode)
      2'd0: x_1$D_IN = x__h1812;
      2'd1: x_1$D_IN = m1[31:16];
      default: x_1$D_IN = m1[15:0];
    endcase
  end
  assign x_1$EN = inp_ready ;
  always@(reg_mode or m1 or x__h1876)
  begin
    case (reg_mode)
      2'd0: x_2$D_IN = x__h1876;
      2'd1: x_2$D_IN = m1[15:0];
      default: x_2$D_IN = m1[31:16];
    endcase
  end
  assign x_2$EN = inp_ready ;
  assign x_3$D_IN = (reg_mode == 2'd0) ? x__h1940 : m1[31:16] ;
  assign x_3$EN = inp_ready ;
  assign y_0$D_IN = (reg_mode == 2'd0) ? x__h2128 : m2[15:0] ;
  assign y_0$EN = inp_ready ;
  assign y_1$D_IN = (reg_mode == 2'd0) ? x__h2193 : m2[31:16] ;
  assign y_1$EN = inp_ready ;
  assign y_2$D_IN = (reg_mode == 2'd0) ? x__h2257 : m2[15:0] ;
  assign y_2$EN = inp_ready ;
  assign y_3$D_IN = (reg_mode == 2'd0) ? x__h2321 : m2[31:16] ;
  assign y_3$EN = inp_ready ;
  assign NOT_get_values_multiplicand1_EQ_m1_06_07_OR_NO_ETC___d113 =
	     get_values_multiplicand1 != m1 ||
	     get_values_multiplicand2 != m2 ||
	     get_values_addend != a ;
  assign _0_CONCAT_x_0_8_9_MUL_0_CONCAT_y_0_0_1___d42 = x__h4148 * y__h4149 ;
  assign _0_CONCAT_x_1_4_5_MUL_0_CONCAT_y_1_6_7___d48 = x__h4235 * y__h4236 ;
  assign _0_CONCAT_x_2_0_1_MUL_0_CONCAT_y_2_2_3___d54 = x__h4300 * y__h4301 ;
  assign _0_CONCAT_x_3_6_7_MUL_0_CONCAT_y_3_8_9___d60 = x__h4365 * y__h4366 ;
  assign x082_PLUS_y083__q1 = x__h5082 + y__h5083 ;
  assign x__h1742 = { 8'd0, m1[7:0] } ;
  assign x__h1812 = { 8'd0, m1[15:8] } ;
  assign x__h1876 = { 8'd0, m1[23:16] } ;
  assign x__h1940 = { 8'd0, m1[31:24] } ;
  assign x__h2128 = { 8'd0, m2[7:0] } ;
  assign x__h2193 = { 8'd0, m2[15:8] } ;
  assign x__h2257 = { 8'd0, m2[23:16] } ;
  assign x__h2321 = { 8'd0, m2[31:24] } ;
  assign x__h4148 = { 16'd0, x_0 } ;
  assign x__h4235 = { 16'd0, x_1 } ;
  assign x__h4300 = { 16'd0, x_2 } ;
  assign x__h4365 = { 16'd0, x_3 } ;
  assign x__h4524 =
	     { partial_product_3[15:0] + y__h4559,
	       partial_product_2[15:0] + y__h4620,
	       partial_product_1[15:0] + y__h4674,
	       partial_product_0[15:0] + y__h4728 } ;
  assign x__h4803 =
	     { partial_product_1 + y__h4838, partial_product_0 + y__h4875 } ;
  assign x__h4926 = x__h5066 + y__h4961 ;
  assign x__h5066 = x__h5068 + y__h5069 ;
  assign x__h5068 = x__h5070 + y__h5071 ;
  assign x__h5070 = { 32'd0, partial_product_0 } ;
  assign x__h5082 = { 32'd0, partial_product_1 } ;
  assign y__h4149 = { 16'd0, y_0 } ;
  assign y__h4236 = { 16'd0, y_1 } ;
  assign y__h4301 = { 16'd0, y_2 } ;
  assign y__h4366 = { 16'd0, y_3 } ;
  assign y__h4559 = { 8'd0, a[31:24] } ;
  assign y__h4620 = { 8'd0, a[23:16] } ;
  assign y__h4674 = { 8'd0, a[15:8] } ;
  assign y__h4728 = { 8'd0, a[7:0] } ;
  assign y__h4838 = { 16'd0, a[31:16] } ;
  assign y__h4875 = { 16'd0, a[15:0] } ;
  assign y__h4961 = { 32'd0, a } ;
  assign y__h5069 = { partial_product_3, 32'd0 } ;
  assign y__h5071 = { x082_PLUS_y083__q1[47:0], 16'd0 } ;
  assign y__h5083 = { 32'd0, partial_product_2 } ;
  always@(posedge CLK)
  begin
    if (RST_N == 1'b0)
      begin
        a <=  32'd0;
	counter <=  4'd0;
	flag_0 <=  1'd0;
	flag_1 <=  1'd0;
	flag_2 <=  1'd0;
	inp_ready <=  1'd0;
	m1 <=  32'd0;
	m2 <=  32'd0;
	mac_output <=  64'd0;
	mac_ready <=  1'd0;
	partial_product_0 <=  32'd0;
	partial_product_1 <=  32'd0;
	partial_product_2 <=  32'd0;
	partial_product_3 <=  32'd0;
	reg_mode <=  2'd0;
	x_0 <=  16'd0;
	x_1 <=  16'd0;
	x_2 <=  16'd0;
	x_3 <=  16'd0;
	y_0 <=  16'd0;
	y_1 <=  16'd0;
	y_2 <=  16'd0;
	y_3 <=  16'd0;
      end
    else
      begin
        if (a$EN) a <=  a$D_IN;
	if (counter$EN) counter <=  counter$D_IN;
	if (flag_0$EN) flag_0 <=  flag_0$D_IN;
	if (flag_1$EN) flag_1 <=  flag_1$D_IN;
	if (flag_2$EN) flag_2 <=  flag_2$D_IN;
	if (inp_ready$EN) inp_ready <=  inp_ready$D_IN;
	if (m1$EN) m1 <=  m1$D_IN;
	if (m2$EN) m2 <=  m2$D_IN;
	if (mac_output$EN)
	  mac_output <=  mac_output$D_IN;
	if (mac_ready$EN) mac_ready <=  mac_ready$D_IN;
	if (partial_product_0$EN)
	  partial_product_0 <=  partial_product_0$D_IN;
	if (partial_product_1$EN)
	  partial_product_1 <=  partial_product_1$D_IN;
	if (partial_product_2$EN)
	  partial_product_2 <=  partial_product_2$D_IN;
	if (partial_product_3$EN)
	  partial_product_3 <=  partial_product_3$D_IN;
	if (reg_mode$EN) reg_mode <=  reg_mode$D_IN;
	if (x_0$EN) x_0 <=  x_0$D_IN;
	if (x_1$EN) x_1 <=  x_1$D_IN;
	if (x_2$EN) x_2 <=  x_2$D_IN;
	if (x_3$EN) x_3 <=  x_3$D_IN;
	if (y_0$EN) y_0 <=  y_0$D_IN;
	if (y_1$EN) y_1 <=  y_1$D_IN;
	if (y_2$EN) y_2 <=  y_2$D_IN;
	if (y_3$EN) y_3 <=  y_3$D_IN;
      end
  end
  // synopsys translate_off
  initial
  begin
    a = 32'hAAAAAAAA;
    counter = 4'hA;
    flag_0 = 1'h0;
    flag_1 = 1'h0;
    flag_2 = 1'h0;
    inp_ready = 1'h0;
    m1 = 32'hAAAAAAAA;
    m2 = 32'hAAAAAAAA;
    mac_output = 64'hAAAAAAAAAAAAAAAA;
    mac_ready = 1'h0;
    partial_product_0 = 32'hAAAAAAAA;
    partial_product_1 = 32'hAAAAAAAA;
    partial_product_2 = 32'hAAAAAAAA;
    partial_product_3 = 32'hAAAAAAAA;
    reg_mode = 2'h2;
    x_0 = 16'hAAAA;
    x_1 = 16'hAAAA;
    x_2 = 16'hAAAA;
    x_3 = 16'hAAAA;
    y_0 = 16'hAAAA;
    y_1 = 16'hAAAA;
    y_2 = 16'hAAAA;
    y_3 = 16'hAAAA;
  end
  // synopsys translate_on
endmodule   
==> notes.md <==
Synthesis and place-and-route results.

- The run finished with clean final reports.
- At the later pin of the worst-skew pair, clock insertion delay measures 0.62 ns.
- The CTS buffer count is 48.
- The chip width is 344 um.
- The report shows a maximum critical-path fanout of 27.
- Global routing used 33.7% of the available tracks across all layers.
- For this run, the chip area from Yosys synthesis comes to 58300 um2.
- The highest supply drop recorded on VDD is 0.0571 mV.
- The sequential cell area fraction in the yosys report is 13.9%.
- Counting along the longest clock path gives a buffer depth of 3.
- Per STA, the worst path is made up of clkdlybuf4s50_1, xnor2_1, nand4_1, nor4_1, nand3_1, o41ai_2, buf_4, buf_4, mux2i_1, nor2_1.
- The most used flip-flop cell is sky130_fd_sc_hd__dfxtp_1.
- The number of buffers inserted by hold repair at cts is 0.
- The layout summary lists the proportion of cells stronger than drive strength 1 as 3.78%.
- Prior to clock tree synthesis, the placed netlist has a worst setup slack of 13.02 ns.
- The mean number of vias per cell is 5.57.
- The run reported a max-capacitance violation count of 0.
- By area the synthesized netlist is led by sky130_fd_sc_hd__fa_1, sky130_fd_sc_hd__dfxtp_1, sky130_fd_sc_hd__ha_1, sky130_fd_sc_hd__inv_1, sky130_fd_sc_hd__nand2_1.
- The most repeated cell in the gate-level netlist after synthesis is sky130_fd_sc_hd__inv_1.
- The number of nets with antenna violations after detailed routing is 0.
- The post-synthesis area per instance is 8.43 um2.
- The number of cells reported by Yosys stat comes to 6923.
- Counting tap cells, the placed design contains a total of 8405 instances.
- The wire length recorded after detailed routing is 184000 um.
- The fraction of the cycle the final worst path needs is 37.2%.
- For reference, the top cells by count after synthesis are sky130_fd_sc_hd__inv_1, sky130_fd_sc_hd__nand2_1, sky130_fd_sc_hd__fa_1.
- The number of post-CTS setup repair buffers is 0.
- The number of synthesized flops with an enable pin is 0.
- The clock share of power is 39.8%.
- The floorplan step defined a die boundary enclosing 118000 um2.
- The cell-mix breakdown from Yosys lists the adder-cell area share as 38.9%.
- The final weighted congestion recorded by global placement is 1.02.
- Counting I/O delays and the setup requirement, the final critical path takes 8.05 ns.
- Data on the critical path arrives at its endpoint at 8.52 ns.
- Measured along the y axis, the die boundary spans 344 um.
- For this run, the top clock speed supported by timing is 124 MHz.
- The stage logs contain a warning count of 32.
- The critical path capture point type is a flip-flop.
- Sorting the Yosys area breakdown by cell type puts at the top sky130_fd_sc_hd__fa_1.
- The core region is 115000 um2.
- The synthesized netlist contains 95 unique library cells.
- Cell internal power was estimated by the tool at 1.43 mW.
- For this run, the number of Yosys warnings is 2.
- The net switching power in the latest report is 0.699 mW.
- Across the routed clock network, the largest skew measured is 0.0201 ns.
- The iteration count of the initial detailed-routing pass is 6.
- Relative to the synthesized area, the layout overhead comes to 8.50%.
- Counting flops and latches in the post-synthesis netlist gives 406.
- Port buffering added 165 buffers.
- After layout, the worst setup slack is 13.55 ns.
- For this design the ratio of total power to cell area is 33.6 nW/um2.
- The area share of the largest cell type after synthesis is 26.9%.
- After routing, the total negative slack on setup checks comes to 0 ns.
- The count of fill cells added during filler insertion is 10500.
- The total of endpoints with negative setup slack in the final report is 0.
- Per report_power, the combinational group accounts for 20.6% of the total.
- The critical path endpoint has a required time of 22.07 ns.
- Summing all multiplexer cells gives an area fraction of 3.59%.
- The area taken by multi-input combinational cells is reported as 45200 um2.
- The H-tree level count is 2.
- The number of global-route vias before repair is 47400.
- Summed over all nets, the half-perimeter wirelength after detailed placement is 147000 um.
- The routed layout has 47300 vias.
- For this run, asynchronously set or reset flops after synthesis account for 0%.
- The wire length of the first global-routing pass is 286000 um.
- The part of the total power dissipated in sequential elements is 39.6%.
- Pins over their slew limit in the final report were tallied at 0.
- Among all stages on the critical path, the largest delay is contributed by sky130_fd_sc_hd__nor4_1.
- The total area of sequential cells is 8140 um2.
- Setup repair after global routing left no endpoint under its margin.
- The and-or/or-and share of the synthesized area is 11.8%.
- The longest incremental delay of any stage on the critical path is reported as 0.74 ns.
- According to the I/O placement log, the pin count is 167.
- Counting stages on the worst path, the most repeated cell is sky130_fd_sc_hd__buf_4.
- The worst pin sits at a relative slew slack of 38.2%.
- The residual DRC count is 0.
- Counting every instance in the synthesized netlist gives 6923.
- The initial antenna violation count is 9.
- The type of the worst min-delay path is reg -> reg.
- After global routing the overflow that remains totals 0.
- The net switching share of the total power is 32.9%.
- The post-synthesis instance area is 58300 um2.
- The root buffer cell is sky130_fd_sc_hd__clkbuf_16.
- For this block, the initial DRC count from the detailed router was 2834.
- Entering global routing, the biggest net connects 80 pins.
- The simple-gate portion of the synthesized area is 17.2%.
- The effective utilization at floorplan is 50.7%.
- The CTS tree is yes.
- The final non-filler cell total is 8500.
- In this run the static leakage power is 29.8 nW.
- TritonCTS reports the number of clock sinks as 406.
- The average routed wire per standard cell is 21.7 um.
- The placement row count is 124.
- The post-cts sizing count is 0.
- For reference, XOR and XNOR gates occupy 5.96% of the area reported after synthesis.
- Of the combinational cells, the family taking the most area is adder cells.
- The slew at the pin with the worst max-slew slack is 0.926 ns.
- The start-to-end type of the worst setup path is in -> reg.
- The number of failing hold endpoints at the final stage is 0.
- The worst setup path is launched from a primary input.
- The post-CTS clock slew at the launch and capture registers of the worst setup and hold paths is 0.06 ns.
## flip-flops by register name (all words and copies together) (netlist names), 2 cells and up
name	count
partial_product_3	32
y_1	8
partial_product_0	32
reg_mode	2
y_3	16
m2	32
a	32
partial_product_1	32
x_0	16
mac_output	64
x_1	16
y_2	16
x_3	16
x_2	16
m1	32
y_0	8
partial_product_2	32
## critical path, delay by kind of cell
| family | cells | cell delay [ns] |
|---|---|---|
| simple gates | 4 | 1.24 |
| buf+inv | 3 | 1.66 |
| compound gates | 1 | 0.43 |
| mux | 1 | 0.28 |
| xor+xnor | 1 | 0.52 |
## power groups by stage
stage         combinational, mW  sequential [mW]  clock (mW)
finish                    0.438            0.841       0.846
global route              0.481            0.843       0.884
CTS                       0.437            0.838       0.856
## cell type report
cell class	instances	share of cell area, %
Timing Repair Buffer	300	4.20
Tap cell	1512	2.99
Sequential cell	406	12.9
Antenna cell	6	0.0237
Inverter	1003	5.96
Clock inverter	20	0.378
Multi-Input combinational cell	5184	71.4
Clock buffer	69	2.15
## metrics by stage
step / hold WS [ns] / utilization, % / total power [mW] / cell area, um2
2_1_floorplan: 0.399 / - / 1.09 / 58300
3_3_place_gp: 0.447 / 53.7 / 1.29 / 61700
3_5_place_dp: 0.457 / 53.7 / 1.29 / 61700
4_1_cts: 0.465 / 55.0 / 2.13 / 63300
5_1_grt: 0.494 / 55.0 / 2.21 / 63300
6_report: 0.466 / 55.1 / 2.13 / 63300
## path summary, 6_finish.rpt
| kind | start | end | slack, ns | cells past startpoint |
|---|---|---|---|---|
| setup / recovery | get_values_multiplicand1[27] | m1[16] | 13.55 | 10 |
| hold / removal | mac_output[28] | mac_output[28] | 0.47 | 2 |
| setup reg to reg | partial_product_1[1] | mac_output[56] | 14.08 | 29 |
| hold reg to reg | mac_output[28] | mac_output[28] | 0.47 | 2 |
## layer usage
metal / global-route usage, % / vias up / wire [um]
li1: - / 22300 / -
met1: 49.1 / 23200 / 78300
met2: 50.0 / 1494 / 82200
met3: 10.1 / 313 / 15800
met4: 10.9 / 8 / 7730
met5: 1.24 / - / 200
## layout by cell type, fill, tap and decap left out, types with 9 or more instances in the layout
cell type	count
sky130_fd_sc_hd__inv_1	1001
sky130_fd_sc_hd__nand2_1	939
sky130_fd_sc_hd__fa_1	783
sky130_fd_sc_hd__ha_1	561
sky130_fd_sc_hd__nor2_1	435
sky130_fd_sc_hd__dfxtp_1	401
sky130_fd_sc_hd__and2_1	388
sky130_fd_sc_hd__a21oi_1	355
sky130_fd_sc_hd__xnor2_1	244
sky130_fd_sc_hd__mux2i_1	207
sky130_fd_sc_hd__o21ai_0	193
sky130_fd_sc_hd__clkdlybuf4s50_1	164
sky130_fd_sc_hd__xor2_1	153
sky130_fd_sc_hd__a21o_1	136
sky130_fd_sc_hd__buf_4	135
sky130_fd_sc_hd__nand3_1	94
sky130_fd_sc_hd__nand2b_1	69
sky130_fd_sc_hd__nand4_1	60
sky130_fd_sc_hd__a211oi_1	59
sky130_fd_sc_hd__clkbuf_16	49
sky130_fd_sc_hd__and3_1	48
sky130_fd_sc_hd__nor3_1	36
sky130_fd_sc_hd__o21bai_1	35
sky130_fd_sc_hd__o21a_1	32
sky130_fd_sc_hd__a31oi_1	29
sky130_fd_sc_hd__o21ai_1	27
sky130_fd_sc_hd__a311oi_1	27
sky130_fd_sc_hd__nor2b_1	26
sky130_fd_sc_hd__o211ai_1	22
sky130_fd_sc_hd__nor4_1	19
sky130_fd_sc_hd__a221oi_1	15
sky130_fd_sc_hd__o221ai_1	15
sky130_fd_sc_hd__clkbuf_1	14
sky130_fd_sc_hd__o31ai_1	11
sky130_fd_sc_hd__clkinv_2	10
sky130_fd_sc_hd__o22ai_1	9
## cell families (layout without fill, tap and decap cells)
| group | Yosys count | count (layout) |
|---|---|---|
| other | 1 | 7 |
| adder cells (fa/ha/maj) | 1344 | 1344 |
| XOR/XNOR | 397 | 397 |
| AND-OR/OR-AND | 1069 | 1069 |
| AND/OR/NAND/NOR | 2164 | 2164 |
| flip-flops | 406 | 406 |
| buffers and inverters | 1333 | 1392 |
| multiplexers | 209 | 209 |
Power is estimated from default activity; no workload was simulated.
