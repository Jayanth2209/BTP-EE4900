**design/flow/design.v**
```verilog
module mkmac643p(CLK,
		 RST,
		 get_values_multiplicand1,
		 get_values_multiplicand2,
		 get_values_addend,
		 EN_get_values,
		 RDY_get_values,
		 EN_mac_result,
		 mac_result,
		 RDY_mac_result);
  input  CLK;
  input  RST;
  input  [63 : 0] get_values_multiplicand1;
  input  [63 : 0] get_values_multiplicand2;
  input  [63 : 0] get_values_addend;
  input  EN_get_values;
  output RDY_get_values;
  input  EN_mac_result;
  output [127 : 0] mac_result;
  output RDY_mac_result;
  wire [127 : 0] mac_result;
  wire RDY_get_values, RDY_mac_result;
  reg [63 : 0] a;
  wire [63 : 0] a$D_IN;
  wire a$EN;
  reg flag_0;
  wire flag_0$D_IN, flag_0$EN;
  reg flag_1;
  wire flag_1$D_IN, flag_1$EN;
  reg flag_2;
  wire flag_2$D_IN, flag_2$EN;
  reg inp_ready;
  wire inp_ready$D_IN, inp_ready$EN;
  reg [63 : 0] m1;
  wire [63 : 0] m1$D_IN;
  wire m1$EN;
  reg [63 : 0] m2;
  wire [63 : 0] m2$D_IN;
  wire m2$EN;
  reg mac_ready;
  wire mac_ready$D_IN, mac_ready$EN;
  reg [127 : 0] p1;
  wire [127 : 0] p1$D_IN;
  wire p1$EN;
  reg [127 : 0] p2;
  wire [127 : 0] p2$D_IN;
  wire p2$EN;
  reg [127 : 0] resmac;
  wire [127 : 0] resmac$D_IN;
  wire resmac$EN;
  wire CAN_FIRE_RL_mac,
       CAN_FIRE_get_values,
       CAN_FIRE_mac_result,
       WILL_FIRE_RL_mac,
       WILL_FIRE_get_values,
       WILL_FIRE_mac_result;
  wire [255 : 0] _0_CONCAT_m1_MUL_0_CONCAT_m2_BITS_31_TO_0___d7,
		 _0_CONCAT_m1_MUL_0_CONCAT_m2_BITS_63_TO_32_0_1___d12;
  wire [127 : 0] x__h1022, y__h1023;
  wire NOT_get_values_multiplicand1_EQ_m1_1_2_OR_NOT__ETC___d28;
  assign RDY_get_values = 1'd1 ;
  assign CAN_FIRE_get_values = 1'd1 ;
  assign WILL_FIRE_get_values = EN_get_values ;
  assign mac_result = resmac ;
  assign RDY_mac_result = mac_ready ;
  assign CAN_FIRE_mac_result = mac_ready ;
  assign WILL_FIRE_mac_result = EN_mac_result ;
  assign CAN_FIRE_RL_mac = 1'd1 ;
  assign WILL_FIRE_RL_mac = 1'd1 ;
  assign a$D_IN = get_values_addend ;
  assign a$EN =
	     EN_get_values &&
	     NOT_get_values_multiplicand1_EQ_m1_1_2_OR_NOT__ETC___d28 ;
  assign flag_0$D_IN = inp_ready ;
  assign flag_0$EN = 1'd1 ;
  assign flag_1$D_IN = flag_0 ;
  assign flag_1$EN = 1'd1 ;
  assign flag_2$D_IN = flag_1 ;
  assign flag_2$EN = 1'd1 ;
  assign inp_ready$D_IN =
	     NOT_get_values_multiplicand1_EQ_m1_1_2_OR_NOT__ETC___d28 ;
  assign inp_ready$EN = EN_get_values ;
  assign m1$D_IN = get_values_multiplicand1 ;
  assign m1$EN =
	     EN_get_values &&
	     NOT_get_values_multiplicand1_EQ_m1_1_2_OR_NOT__ETC___d28 ;
  assign m2$D_IN = get_values_multiplicand2 ;
  assign m2$EN =
	     EN_get_values &&
	     NOT_get_values_multiplicand1_EQ_m1_1_2_OR_NOT__ETC___d28 ;
  assign mac_ready$D_IN = flag_1 ;
  assign mac_ready$EN = flag_1 || EN_mac_result ;
  assign p1$D_IN = _0_CONCAT_m1_MUL_0_CONCAT_m2_BITS_31_TO_0___d7[127:0] ;
  assign p1$EN = inp_ready ;
  assign p2$D_IN =
	     _0_CONCAT_m1_MUL_0_CONCAT_m2_BITS_63_TO_32_0_1___d12[127:0] ;
  assign p2$EN = flag_0 ;
  assign resmac$D_IN = x__h1022 + y__h1023 ;
  assign resmac$EN = flag_1 ;
  assign NOT_get_values_multiplicand1_EQ_m1_1_2_OR_NOT__ETC___d28 =
	     get_values_multiplicand1 != m1 ||
	     get_values_multiplicand2 != m2 ||
	     get_values_addend != a ;
  assign _0_CONCAT_m1_MUL_0_CONCAT_m2_BITS_31_TO_0___d7 =
	     { 64'd0, m1 } * { 96'd0, m2[31:0] } ;
  assign _0_CONCAT_m1_MUL_0_CONCAT_m2_BITS_63_TO_32_0_1___d12 =
	     { 64'd0, m1 } * { 96'd0, m2[63:32] } ;
  assign x__h1022 = p1 + p2 ;
  assign y__h1023 = { 64'd0, a } ;
  always@(posedge CLK)
  begin
    if (RST == 1)
      begin
        a <= 64'd0;
	flag_0 <= 1'd0;
	flag_1 <= 1'd0;
	flag_2 <= 1'd0;
	inp_ready <= 1'd0;
	m1 <= 64'd0;
	m2 <= 64'd0;
	mac_ready <= 1'd0;
	p1 <= 128'd0;
	p2 <= 128'd0;
	resmac <= 128'd0;
      end
    else
      begin
        if (a$EN) a <= a$D_IN;
	if (flag_0$EN) flag_0 <= flag_0$D_IN;
	if (flag_1$EN) flag_1 <= flag_1$D_IN;
	if (flag_2$EN) flag_2 <= flag_2$D_IN;
	if (inp_ready$EN) inp_ready <= inp_ready$D_IN;
	if (m1$EN) m1 <= m1$D_IN;
	if (m2$EN) m2 <= m2$D_IN;
	if (mac_ready$EN) mac_ready <= mac_ready$D_IN;
	if (p1$EN) p1 <= p1$D_IN;
	if (p2$EN) p2 <= p2$D_IN;
	if (resmac$EN) resmac <= resmac$D_IN;
      end
  end
  // synopsys translate_off
  initial
  begin
    a = 64'hAAAAAAAAAAAAAAAA;
    flag_0 = 1'h0;
    flag_1 = 1'h0;
    flag_2 = 1'h0;
    inp_ready = 1'h0;
    m1 = 64'hAAAAAAAAAAAAAAAA;
    m2 = 64'hAAAAAAAAAAAAAAAA;
    mac_ready = 1'h0;
    p1 = 128'hAAAAAAAAAAAAAAAAAAAAAAAAAAAAAAAA;
    p2 = 128'hAAAAAAAAAAAAAAAAAAAAAAAAAAAAAAAA;
    resmac = 128'hAAAAAAAAAAAAAAAAAAAAAAAAAAAAAAAA;
  end
  // synopsys translate_on
endmodule   
```
**design/flow/run.sh**
```bash
#!/bin/bash
# OpenROAD 26Q1-2900-gdf79404cd8, Yosys 0.63+post, stock flow scripts
make -C /OpenROAD-flow-scripts/flow DESIGN_CONFIG=/design/flow/config.mk WORK_HOME=/design/flow/orfs finish
```
**design/flow/config.mk**
```make
export PLATFORM = sky130hd
export DESIGN_NAME = mkmac643p
export DESIGN_NICKNAME = mkmac643p
export VERILOG_FILES = /design/flow/design.v
export SDC_FILE = /design/flow/constraint.sdc
export NUM_CORES = 4
export LEC_CHECK = 1
export CORE_UTILIZATION = 30
```
**design/flow/constraint.sdc**
```tcl
current_design mkmac643p

set clk_period 48.2
set clk_io_pct 0.2

create_clock -name clk0 -period $clk_period [get_ports {CLK}]

set non_clock_inputs [all_inputs -no_clocks]
set_input_delay [expr $clk_period * $clk_io_pct] -clock clk0 $non_clock_inputs
set_output_delay [expr $clk_period * $clk_io_pct] -clock clk0 [all_outputs]
```
==> run summary <==
OpenROAD warning count = 28
CP most frequent cell = buf_4
Comb area leader = adder cells
Share of cells above drive strength 1 = 0.03675
Arrival time worst endpoint = 14.47 ns
Slowest CP cell = nor4_1
Gr ovfl total = 0
Total negative slack = 0 ns
Core area = 509800 um2
EDFF count, synth = 0
CP max FO = 41
Mapped Cells = 17.28k
Pre-antenna DRT Iters = 5
First DRT Iteration DRCs = 5546
CTS tree = built
Final hold violation count = 0
IR drop worst, VDD = 0.00003624 V
F_max = 71.87 MHz
XOR/XNOR Area Share = 0.02450
Setup Viol. Count Final = 0
CTS max path bufs = 3
Placer Congestion = 1.013
RSZ-0062 raised after global routing = false
Ys cells = 17.28k
Post-CTS Resized = 0
Placement Setup Slack = 33.83 ns
ANT nets after route = 0
Synth Cell Area = 153700 um2
Die area = 515200 um2
Startpoint Class = primary input
Number of setup buffers added after CTS = 0
Flops after synth = 486
Crit path buffers/inverters = 5
Leakage = 80.65 nW
Routed vias/inst = 4.782
Die W = 717.8 um
Syn avg cell area = 8.893 um2
Rows = 262
Ys async rst share = 0
Final min period = 13.91 ns
Leading area contributor after synthesis = fa_1
Critical Path Max Stage Delay = 1.07 ns
Primary FF master, synth = dfxtp_1
Clk root buf = clkbuf_16
Die height = 717.8 um
# DRC = 0
Top cells by area, synth = fa_1, inv_1, and2_1
Final worst path period share = 0.2887
Most frequent cell after synthesis = fa_1
Post-synth cell types = 88
Yosys stat area = 153700 um2
Top-area cell share = 0.4919
Crit path kind = in -> reg
Tightest Hold Check Type = reg -> reg
Reg clk slew, reported paths = 0.06 ns
Worst slew pin tran = 1.285 ns
Area Growth Syn to Fin = 7.666%
Post-detailed-routing wire length = 516.7 mm
Mux area share = 0.02045
Gr usage total = 0.2162
PwrDens = 22.35 nW/um2
Tot Pwr = 3.698 mW
Crit path cell chain = clkdlybuf4s50_1 -> xor2_1 -> buf_4 -> nor4_1 -> buf_4 -> nand4_1 -> nor2_1 -> nand4_1 -> o41ai_2 -> buf_4 -> buf_4 -> mux2i_1 -> nor2_1
Clk sinks = 486
# hold bufs at CTS = 0
Tally of yosys warning messages = 2
Final worst slack = 34.29 ns
Pre-Place Util = 0.3015
Setup Skew = 0.09819 ns
Largest net degree at the start of global routing = 110
MaxCap Viol Count = 0
Hpwl dp = 428.4 mm
Worst-Skew Late Latency = 0.77 ns
First-pass GRT wire length = 791.2 mm
I/O pin total = 326
Adders+Majority by Area = 0.5503
Part of the Yosys area used for sequential elements = 0.06330
Vias in the first global route = 121.5k
Top cells by count = fa_1, inv_1, nand2_1, and2_1, clkbuf_1
Port Buffers = 294
Simple-Gate Fraction of Synth Area = 0.1713
Ao+oa area frac = 0.05221
FILL cells = 52.34k
CP endpoint kind = flip-flop
Relative slew slack = 0.1358
Via count = 112.9k
Final Max Slew Viols = 0
Critical path required time = 48.75 ns
Outcome = completed
Wirelength per Cell = 21.88 um
Initial antenna violation count = 23
TritonCTS Buffers = 57
H-tree depth = 2
CP delay by family, top = buffers and inverters
path summary, 6_finish.rpt:
path / startpoint / to / slack [ns] / cells past startpoint
max: get_values_multiplicand1[10] / m2[10]$_SDFFE_PP0P_ / 34.29 / 13
min: resmac[61]$_SDFFE_PP0P_ / resmac[61]$_SDFFE_PP0P_ / 0.45 / 2
max reg2reg: m1[15]$_SDFFE_PP0P_ / p1[85]$_SDFFE_PP0P_ / 37.58 / 30
min reg2reg: resmac[61]$_SDFFE_PP0P_ / resmac[61]$_SDFFE_PP0P_ / 0.45 / 2
logic make-up after synthesis:
kind of cell,count (synthesis)
flip-flops,486
XOR/XNOR,430
AND/OR/NAND/NOR,5490
adder cells (fa/ha/maj),4494
buffers and inverters,4783
multiplexers,314
AND-OR/OR-AND,1285
other,2
power breakdown:
part | internal, mW | switching [mW]
combinational | 0.912 | 1.78
sequential | 0.452 | 0.0743
clock | 0.266 | 0.218
total | 1.63 | 2.07
worst min-delay path, cell delays in order, from the launching register on:
cell and delay, ns:
dfxtp_1 0.32, nand2_1 0.05, o21ai_0 0.05
per-stage QoR:
| stage | utilization | cell area, um2 | hold slack [ns] | cells |
|---|---|---|---|---|
| floorplan | - | 153800 | 0.4014 | 17313 |
| finish | 0.3247 | 165500 | 0.4530 | 23617 |
| detailed placement | 0.3207 | 163500 | 0.4426 | 23497 |
| CTS | 0.3246 | 165500 | 0.4574 | 23601 |
| global route | 0.3246 | 165500 | 0.4817 | 23603 |
| global placement | 0.3207 | 163500 | 0.4359 | 23497 |
sequential cells by signal, indices dropped and copies added (netlist names):
signal     cells
a             64
flag_0         1
flag_1         1
inp_ready      1
m1            64
m2            64
mac_ready      1
p1            96
p2            96
resmac        98
metal layers:
layer / share of wire / track usage / up-vias / wire length [um]
met3: 0.095 / 0.08120 / 753 / 49000
met4: 0.054 / 0.08528 / 8 / 27790
li1: - / - / 49735 / -
met2: 0.46 / 0.3286 / 4213 / 237300
met5: 0.00024 / 0.003421 / - / 125
met1: 0.39 / 0.2870 / 58231 / 202500
layout by cell type, fill, tap and decap left out, drive strengths merged, types with 26 or more instances in the layout:
cell              n
fa             3777
inv            3599
nand2          2590
and2           1865
ha              717
nor2            587
dfxtp           486
a21oi           430
buf             345
mux2i           314
o21ai           302
clkdlybuf4s50   293
xnor2           234
a21o            197
xor2            196
nand4           145
o21bai           74
nand3            70
clkbuf           70
nor4             43
nor3             40
and3             35
a31oi            34
nand2b           31
conb             31
o211ai           26
a211oi           26
final cells by class:
| class | count | area (um2) | share of cell area |
|---|---|---|---|
| Antenna cell | 16 | 40.04 | 0.0002419 |
| Clock buffer | 70 | 1525 | 0.009216 |
| Clock inverter | 34 | 470.5 | 0.002843 |
| Inverter | 3597 | 13500 | 0.08158 |
| Multi-Input combinational cell | 12044 | 126000 | 0.7614 |
| Sequential cell | 486 | 9901 | 0.05983 |
| Tap cell | 6732 | 8423 | 0.05090 |
| Timing Repair Buffer | 638 | 5618 | 0.03395 |
Power is estimated from default activity; no workload was simulated.
