## design/flow/run.sh

```bash
#!/bin/bash
# OpenROAD 26Q1-2900-gdf79404cd8, Yosys 0.63+post, stock flow scripts
make -C /OpenROAD-flow-scripts/flow DESIGN_CONFIG=/design/flow/config.mk WORK_HOME=/design/flow/orfs finish
```

## design/flow/config.mk

```make
export PLATFORM = sky130hd
export DESIGN_NAME = mkmac644p
export DESIGN_NICKNAME = mkmac644p
export VERILOG_FILES = /design/flow/design.v
export SDC_FILE = /design/flow/constraint.sdc
export NUM_CORES = 4
export LEC_CHECK = 1
export CORE_UTILIZATION = 40
```

## design/flow/constraint.sdc

```tcl
current_design mkmac644p

set clk_period 50.3
set clk_io_pct 0.2

create_clock -name clk0 -period $clk_period [get_ports {CLK}]

set non_clock_inputs [all_inputs -no_clocks]
set_input_delay [expr $clk_period * $clk_io_pct] -clock clk0 $non_clock_inputs
set_output_delay [expr $clk_period * $clk_io_pct] -clock clk0 [all_outputs]
```

## design/flow/design.v

```verilog
module mkmac644p(CLK,
		 RST_N,
		 get_values_multiplicand1,
		 get_values_multiplicand2,
		 get_values_addend,
		 EN_get_values,
		 RDY_get_values,
		 EN_mac_result,
		 mac_result,
		 RDY_mac_result);
  input  CLK;
  input  RST_N;
  input  [63 : 0] get_values_multiplicand1;
  input  [63 : 0] get_values_multiplicand2;
  input  [63 : 0] get_values_addend;
  input  EN_get_values;
  output RDY_get_values;
  input  EN_mac_result;
  output [127 : 0] mac_result;
  output RDY_mac_result;
  wire [127 : 0] mac_result;
  wire RDY_get_values, RDY_mac_result;
  reg [63 : 0] a;
  wire [63 : 0] a$D_IN;
  wire a$EN;
  reg flag_0;
  wire flag_0$D_IN, flag_0$EN;
  reg flag_1;
  wire flag_1$D_IN, flag_1$EN;
  reg flag_2;
  wire flag_2$D_IN, flag_2$EN;
  reg flag_3;
  wire flag_3$D_IN, flag_3$EN;
  reg inp_ready;
  wire inp_ready$D_IN, inp_ready$EN;
  reg [63 : 0] m1;
  wire [63 : 0] m1$D_IN;
  wire m1$EN;
  reg [63 : 0] m2;
  wire [63 : 0] m2$D_IN;
  wire m2$EN;
  reg mac_ready;
  wire mac_ready$D_IN, mac_ready$EN;
  reg [127 : 0] p1;
  wire [127 : 0] p1$D_IN;
  wire p1$EN;
  reg [127 : 0] p2;
  wire [127 : 0] p2$D_IN;
  wire p2$EN;
  reg [127 : 0] p3;
  wire [127 : 0] p3$D_IN;
  wire p3$EN;
  reg [127 : 0] p4;
  wire [127 : 0] p4$D_IN;
  wire p4$EN;
  reg [127 : 0] resmac;
  wire [127 : 0] resmac$D_IN;
  wire resmac$EN;
  wire CAN_FIRE_RL_mac,
       CAN_FIRE_get_values,
       CAN_FIRE_mac_result,
       WILL_FIRE_RL_mac,
       WILL_FIRE_get_values,
       WILL_FIRE_mac_result;
  wire [255 : 0] _0_CONCAT_m1_BITS_31_TO_0_MUL_0_CONCAT_m2_BITS__ETC___d12,
		 _0_CONCAT_m1_BITS_31_TO_0_MUL_0_CONCAT_m2_BITS__ETC___d8,
		 _0_CONCAT_m1_BITS_63_TO_32_6_7_MUL_0_CONCAT_m2__ETC___d18,
		 _0_CONCAT_m1_BITS_63_TO_32_6_7_MUL_0_CONCAT_m2__ETC___d22;
  wire [127 : 0] x__h1493, x__h1495, x__h1496, x__h966, y__h1494;
  wire NOT_get_values_multiplicand1_EQ_m1_6_7_OR_NOT__ETC___d43;
  assign RDY_get_values = 1'd1 ;
  assign CAN_FIRE_get_values = 1'd1 ;
  assign WILL_FIRE_get_values = EN_get_values ;
  assign mac_result = resmac ;
  assign RDY_mac_result = mac_ready ;
  assign CAN_FIRE_mac_result = mac_ready ;
  assign WILL_FIRE_mac_result = EN_mac_result ;
  assign CAN_FIRE_RL_mac = 1'd1 ;
  assign WILL_FIRE_RL_mac = 1'd1 ;
  assign a$D_IN = get_values_addend ;
  assign a$EN =
	     EN_get_values &&
	     NOT_get_values_multiplicand1_EQ_m1_6_7_OR_NOT__ETC___d43 ;
  assign flag_0$D_IN = inp_ready ;
  assign flag_0$EN = 1'd1 ;
  assign flag_1$D_IN = flag_0 ;
  assign flag_1$EN = 1'd1 ;
  assign flag_2$D_IN = flag_1 ;
  assign flag_2$EN = 1'd1 ;
  assign flag_3$D_IN = flag_2 ;
  assign flag_3$EN = 1'd1 ;
  assign inp_ready$D_IN =
	     NOT_get_values_multiplicand1_EQ_m1_6_7_OR_NOT__ETC___d43 ;
  assign inp_ready$EN = EN_get_values ;
  assign m1$D_IN = get_values_multiplicand1 ;
  assign m1$EN =
	     EN_get_values &&
	     NOT_get_values_multiplicand1_EQ_m1_6_7_OR_NOT__ETC___d43 ;
  assign m2$D_IN = get_values_multiplicand2 ;
  assign m2$EN =
	     EN_get_values &&
	     NOT_get_values_multiplicand1_EQ_m1_6_7_OR_NOT__ETC___d43 ;
  assign mac_ready$D_IN = flag_2 ;
  assign mac_ready$EN = flag_2 || EN_mac_result ;
  assign p1$D_IN =
	     _0_CONCAT_m1_BITS_31_TO_0_MUL_0_CONCAT_m2_BITS__ETC___d8[127:0] ;
  assign p1$EN = inp_ready ;
  assign p2$D_IN =
	     { _0_CONCAT_m1_BITS_31_TO_0_MUL_0_CONCAT_m2_BITS__ETC___d12[95:0],
	       32'd0 } ;
  assign p2$EN = inp_ready ;
  assign p3$D_IN =
	     { _0_CONCAT_m1_BITS_63_TO_32_6_7_MUL_0_CONCAT_m2__ETC___d18[95:0],
	       32'd0 } ;
  assign p3$EN = flag_0 ;
  assign p4$D_IN =
	     { _0_CONCAT_m1_BITS_63_TO_32_6_7_MUL_0_CONCAT_m2__ETC___d22[63:0],
	       64'd0 } ;
  assign p4$EN = flag_1 ;
  assign resmac$D_IN = x__h1493 + y__h1494 ;
  assign resmac$EN = flag_2 ;
  assign NOT_get_values_multiplicand1_EQ_m1_6_7_OR_NOT__ETC___d43 =
	     get_values_multiplicand1 != m1 ||
	     get_values_multiplicand2 != m2 ||
	     get_values_addend != a ;
  assign _0_CONCAT_m1_BITS_31_TO_0_MUL_0_CONCAT_m2_BITS__ETC___d12 =
	     x__h966 * { 96'd0, m2[63:32] } ;
  assign _0_CONCAT_m1_BITS_31_TO_0_MUL_0_CONCAT_m2_BITS__ETC___d8 =
	     x__h966 * { 96'd0, m2[31:0] } ;
  assign _0_CONCAT_m1_BITS_63_TO_32_6_7_MUL_0_CONCAT_m2__ETC___d18 =
	     { 96'd0, m1[63:32] } * { 96'd0, m2[31:0] } ;
  assign _0_CONCAT_m1_BITS_63_TO_32_6_7_MUL_0_CONCAT_m2__ETC___d22 =
	     { 96'd0, m1[63:32] } * { 96'd0, m2[63:32] } ;
  assign x__h1493 = x__h1495 + p4 ;
  assign x__h1495 = x__h1496 + p3 ;
  assign x__h1496 = p1 + p2 ;
  assign x__h966 = { 96'd0, m1[31:0] } ;
  assign y__h1494 = { 64'd0, a } ;
  always@(posedge CLK)
  begin
    if (RST_N == 1'b0)
      begin
        a <=  64'd0;
	flag_0 <=  1'd0;
	flag_1 <=  1'd0;
	flag_2 <=  1'd0;
	flag_3 <=  1'd0;
	inp_ready <=  1'd0;
	m1 <=  64'd0;
	m2 <=  64'd0;
	mac_ready <=  1'd0;
	p1 <=  128'd0;
	p2 <=  128'd0;
	p3 <=  128'd0;
	p4 <=  128'd0;
	resmac <=  128'd0;
      end
    else
      begin
        if (a$EN) a <=  a$D_IN;
	if (flag_0$EN) flag_0 <=  flag_0$D_IN;
	if (flag_1$EN) flag_1 <=  flag_1$D_IN;
	if (flag_2$EN) flag_2 <=  flag_2$D_IN;
	if (flag_3$EN) flag_3 <=  flag_3$D_IN;
	if (inp_ready$EN) inp_ready <=  inp_ready$D_IN;
	if (m1$EN) m1 <=  m1$D_IN;
	if (m2$EN) m2 <=  m2$D_IN;
	if (mac_ready$EN) mac_ready <=  mac_ready$D_IN;
	if (p1$EN) p1 <=  p1$D_IN;
	if (p2$EN) p2 <=  p2$D_IN;
	if (p3$EN) p3 <=  p3$D_IN;
	if (p4$EN) p4 <=  p4$D_IN;
	if (resmac$EN) resmac <=  resmac$D_IN;
      end
  end
  // synopsys translate_off
  initial
  begin
    a = 64'hAAAAAAAAAAAAAAAA;
    flag_0 = 1'h0;
    flag_1 = 1'h0;
    flag_2 = 1'h0;
    flag_3 = 1'h0;
    inp_ready = 1'h0;
    m1 = 64'hAAAAAAAAAAAAAAAA;
    m2 = 64'hAAAAAAAAAAAAAAAA;
    mac_ready = 1'h0;
    p1 = 128'hAAAAAAAAAAAAAAAAAAAAAAAAAAAAAAAA;
    p2 = 128'hAAAAAAAAAAAAAAAAAAAAAAAAAAAAAAAA;
    p3 = 128'hAAAAAAAAAAAAAAAAAAAAAAAAAAAAAAAA;
    p4 = 128'hAAAAAAAAAAAAAAAAAAAAAAAAAAAAAAAA;
    resmac = 128'hAAAAAAAAAAAAAAAAAAAAAAAAAAAAAAAA;
  end
  // synopsys translate_on
endmodule   
```

==> run_results.csv <==
group,metric,value,unit
critical_path,critPathRequiredTime,50.94,ns
sta,skew,0.0985,ns
place,place_congestion,1.02,
critical_path,crit_type,"in2reg",
sta,setup_viol,0,
yosys,top_cell_area_share,0.446,
drt,ant_nets,0,
yosys,ys_cells,18245,
critical_path,critical_path.max_fanout,40,
die,die_x,644,um
yosys,ys_sh_mux,0.0252,
sta,fmax,66.9,MHz
final_layout,flop_area,0.0118,mm2
yosys,synth_cell_types,103,
final_layout,drive_above_1_share,0.0402,
drt,drt-pass1-iter-count,7,
job,maxCapViolCount,0,
critical_path,r2r_cells,28,
place,pre_cts_ws,34.61,ns
critical_path,cp-start-kind,"input pin",
critical_path,critPathArrivalTime,15.60,ns
global_route,grt_use_total,0.295,
power,p_per_area,19.9,mW/mm2
yosys,synthSimpleGateAreaFrac,0.172,
place,post-place-cells,23190,
power,leakagePower,87.2,nW
clock_tree,clkTransAtPathRegs,0.06,ns
yosys,ys_sh_xor,0.0280,
clock_tree,clockBufferDepth,4,
outcome,run_status,"completed",
yosys,async_flop_share,0,
drt,drt_iter0_markers,6235,
global_route,grtUsageMet2,0.449,
global_route,globalRouteOverflowTotal,0,
die,fp.dieH,644,um
sta,max_slew_margin,0.122,
clock_tree,cts_buffers,88,
drt,vias_per_cell,5.19,
sta,drv_slew,0,
die,dieArea,0.415,mm2
yosys,top_cells_by_area,"fa_1 (45%), ha_1 (9.4%), and2_1 (9.0%)",
power,ir_worst_vdd,32.6,uV
global_route,grt_max_degree,67,
yosys,postSynthAreaPerCell,9.05,um2
global_route,antenna_found_initial,50,
yosys,common_cells,"fa_1 (3681), inv_1 (3520), and2_1 (2386)",
final_layout,fillers,39818,
yosys,synth_top_cell_by_count,"fa_1",
place,post-dp-hpwl,456000,um
yosys,edf_count,0,
drt,wl_per_cell,24.0,um
final_layout,fin_cells,23370,
sta,setup_slack,35.34,ns
clock_tree,htreeDepth,3,
die,design.portCount,326,
sta,rsz0062_at_grt,"false",
sta,finalHoldViolations,0,
min_path,hp-class,"reg2reg",
global_route,use_met1,0.365,
final_layout,logic_area,0.136,mm2
drt,vias,121212,
min_path,holdPathStages,2,
sta,period_needed,14.96,ns
clock_tree,cts_setup_buffers,0,
yosys,yosysTopAreaCell,"fa_1",
job,tool_warnings,25,
global_route,grt_pass1_vias,127931,
sta,fin_tns_setup,0,ns
final_layout,final_util,0.431,
power,totalPowerFinal,0.00352,W
clock_tree,cts_root_buf,"clkbuf_16",
die,core_util_floorplan,0.402,
yosys,yosysWarnings,2,
sta,worst_pin_slew,1.31,ns
yosys,ys_sh_adder,0.541,
global_route,grt_pass1_wl,845000,um
clock_tree,cts_tree,"done",
yosys,aoi_share,0.0559,
drt,drc,0,
yosys,synth_area,0.165,mm2
sta,post-route-period-util,0.297,
yosys,ys_seq_share,0.0705,
yosys,yosysChipArea,0.165,mm2
die,coreArea,0.410,mm2
clock_tree,clock_latency,0.87,ns
yosys,top_logic_kind,"adder cells",
place,io_buffers,324,
global_route,gr-max-usage-layer,"met2",
clock_tree,cts-hold-fix-buffers,0,
yosys,synth_flop_count,581,
die,rows,235,
global_route,use_met3,0.113,
yosys,flop_cell,"dfxtp_1",
clock_tree,cts-resized-gates,0,
critical_path,end_kind,"flop",
clock_tree,clock_sinks,581,
final_layout,area_delta_synth_final,7.04,%
yosys,syn_inst,18245,
drt,wirelength,562000,um
==> metal layers <==
metal / part of all wire / wire length (um) / vias to the layer above
met4: 0.080 / 44700 / 28
li1: - / - / 53731
met3: 0.096 / 54100 / 985
met5: 0.00040 / 223 / -
met1: 0.36 / 201000 / 62181
met2: 0.47 / 261000 / 4287
==> final cells by class <==
cell class	instances	area share
multi-input cells	12948	0.768
inverters	3523	0.0749
flip-flops and latches	581	0.0668
well taps	5451	0.0386
repair buffers	687	0.0339
clock buffers	116	0.0143
clock inverters	40	0.00278
diodes	24	0.000340
==> cell families after synthesis <==
family	Yosys count
muxes	415
xor gates and xnor gates	527
buffers and inverters	4716
adders and majority gates	4925
and+or+nand+nor	5653
other	1
AOI/OAI and AO/OA	1427
DFF	581
==> through the flow <==
stage	cell area, um2	hold WS, ns
floorplan	165000	0.401
global placement	174000	0.434
detailed placement	174000	0.442
CTS	177000	0.451
global route	177000	0.472
finish	177000	0.444
==> cells in the final DEF (no fill, tap or decap), drive strengths merged, types with 116 or more instances in the layout <==
master         instances
nor2                 719
inv                 3527
nand3                116
and2                2386
nand2               2038
fa                  3681
nand4                169
ha                  1244
mux2i                415
clkbuf               116
clkdlybuf4s50        323
o21ai                275
xor2                 152
dfxtp                581
a21oi                467
buf                  364
a21o                 254
xnor2                375
==> critical path, stage by stage <==
cell and delay, ns:
clkdlybuf4s50_1 0.83, xor2_1 0.40, nor4_1 0.48, nand4_1 0.62, nor4_1 0.46, nand4_1 0.14, o41ai_2 0.41, buf_4 0.36
buf_4 0.66, buf_4 0.74, mux2i_1 0.27, nor2_1 0.05
==> path summary, 6_finish.rpt <==
check | slack (ns) | startpoint | endpoint
worst max register to register | 40.68 | m2[7] | p3[81]
worst min register to register | 0.44 | resmac[123] | resmac[123]
worst max-delay path | 35.34 | get_values_multiplicand2[43] | m1[5]
worst min-delay path | 0.44 | resmac[123] | resmac[123]
==> power by group <==
part	switching, W	total [W]	internal, W
clock	0.000273	0.000668	0.000395
combinational	0.00148	0.00227	0.000795
sequential	0.0000800	0.000580	0.000500
==> sequential cells by signal, summed over array words and instances, names as in the netlist <==
signal and flops:
a 64, flag_0 1, flag_1 1, flag_2 1, inp_ready 1, m1 64, m2 64, mac_ready 1
p1 64, p2 64, p3 64, p4 64, resmac 128
Power and IR drop assume default switching activity.
